==> design.v <==
`timescale 1ns/1ps
module sw_pwm(input wire clk, input wire [15:0] sw, output wire [15:0] led);
    parameter HALF_PERIOD = 27'd50_000_000;
    parameter MAX_COUNT = 27'd99_999_999;
    reg [26:0] sec_counter =  27'd0;
    reg [26:0] on_time     = HALF_PERIOD;
    always @(posedge clk) begin
        if (sec_counter == MAX_COUNT)
            sec_counter <= 0;
        else
            sec_counter <= sec_counter + 1;
    end
    wire [15:0] p = {16{sec_counter < on_time}};
    assign led = p & sw;
endmodule
==> run.sh <==
#!/bin/bash
# OpenROAD 26Q1-2900-gdf79404cd8, Yosys 0.63+post, stock flow scripts
make -C /OpenROAD-flow-scripts/flow DESIGN_CONFIG=/design/flow/config.mk WORK_HOME=/design/flow/orfs finish
==> config.mk <==
export PLATFORM = sky130hd
export DESIGN_NAME = sw_pwm
export DESIGN_NICKNAME = sw_pwm
export VERILOG_FILES = /design/flow/design.v
export SDC_FILE = /design/flow/constraint.sdc
export NUM_CORES = 4
export LEC_CHECK = 1
export CORE_AREA = 10 10 103 103
export DIE_AREA = 0 0 113 113
==> constraint.sdc <==
current_design sw_pwm

set clk_period 3.3
set clk_io_pct 0.2

create_clock -name clk0 -period $clk_period [get_ports {clk}]

set non_clock_inputs [all_inputs -no_clocks]
set_input_delay [expr $clk_period * $clk_io_pct] -clock clk0 $non_clock_inputs
set_output_delay [expr $clk_period * $clk_io_pct] -clock clk0 [all_outputs]
==> out/metrics.csv <==
metric,value,unit
status,"complete, no violations",
grt_most_used_layer,met1,
ys_cells,174,
syn_inst,174,
ant_nets,0,
grt_usage,0.0562,
ys_area,1550,sq um
grt_util_met2,0.0806,
area_delta_synth_final,28.9,%
ys_seq_frac,0.350,
yosysTopAreaCellShare,0.350,
route.detailed.drc,0,
warnings,25,
drive_gt1_frac,0.100,
cp-start-kind,flop,
min_period_over_period,0.914,
hold_violations,0,
ir_drop,0.000140,V
worstSetupPathType,reg -> out,
ctsHoldBuffers,0,
grt_util_met1,0.0822,
viasPerCell,4.69,
regMostFlops,sec_counter,
route.vias.total,1429,
first_pass_iters,4,
ys_warn_count,1,
worst_slew_pin_slew,486,ps
reg_top3,sec_counter: 27 flops,
end_kind,output pin,
min_period,3020,ps
grt_max_degree,20,
floorplan.core_util,0.186,
synth-async-reset-ratio,0,
area_leaders,"dfxtp_1, and4bb_2, nand2_1",
htree_num_levels,1,
path_max_fanout,16,
grt_pass1_vias,1310,
max_slew_margin,0.675,
overflow,0,
portBuffers,32,
die_w,113,microns
drv_cap,0,
ios,33,
synth-edff-count,0,
setup_viol,0,
syn_area,1550,sq um
drv_slew,0,
clock_latency,270,ps
clk_pin_slew,90,ps
cts_buffer_depth,2,
drt_iter0_drc,72,
synth_cell_types,38,
dp_hpwl,2.82,mm
core_region_area,8300,sq um
die_y,113,microns
ys.flop_type,dfxtp_1,
diodes,0,
place.gp.congestion,0.883,
p_leak,0.655,nW
routedWlPerCell,12.5,microns
finalSetupTns,0,ps
wl,3.80,mm
avgSynthCellArea,8.89,sq um
grt_pass1_wl,6.27,mm
min_path_type,reg -> reg,
antenna_found_initial,0,
tritoncts,built,
fmax,332,MHz
placed_cell_area,1940,sq um
ys_ff,27,
synth_area_leader_cell,dfxtp_1,
met3_usage,0.0166,
design_area,1990,sq um
clock-root-buffer,clkbuf_8,
arrival,2360,ps
largest_reg_flops,27,
cts.sinks,27,
placement_rows,33,
crit_required,2640,ps
clock_skew,2.56,ps
power.density,266,nW/um^2
die-area,12800,sq um
cts_buffers,3,
holdWs,485,ps
rsz0062_at_grt,no,
-- kinds of logic after synthesis --
group / after synthesis / share of synthesized area
simple gates: 92 / 0.400
compound gates: 28 / 0.117
flops: 27 / 0.350
xor+xnor: 13 / 0.0736
buf+inv: 12 / 0.0445
mux: 1 / 0.00728
fa+ha+maj: 1 / 0.00809
-- critical path: stages (launching register included) --
cell	delay, ps
dfxtp_1	360
or4_1	550
o211ai_2	220
a211oi_4	150
nor4bb_1	270
clkdlybuf4s50_1	530
-- where the power goes --
group	internal, mW	switching [mW]	total (mW)
Sequential	0.325	0	0.325
Clock	0.0864	0.100	0.186
Combinational	0.0167	0.00202	0.0187
Total	0.429	0.102	0.531
-- path summary, 6_finish.rpt --
path                              startpoint                          to  slack [ps]  depth (start not counted)
setup / recovery  sec_counter[11]$_SDFF_PN0_                     led[12]         280                          5
hold / removal     sec_counter[0]$_SDFF_PN0_   sec_counter[0]$_SDFF_PN0_         490                          1
setup reg to reg   sec_counter[0]$_SDFF_PN0_  sec_counter[24]$_SDFF_PN0_        1310                          5
hold reg to reg    sec_counter[0]$_SDFF_PN0_   sec_counter[0]$_SDFF_PN0_         490                          1
-- per-layer routing --
metal / wire [microns] / part of all wire / vias up
li1: - / - / 720
met1: 1970 / 0.52 / 658
met2: 1510 / 0.40 / 47
met3: 295 / 0.078 / 4
met4: 27 / 0.0071 / 0
met5: 0 / 0 / -
-- stage by stage --
stage          utilization  cells  power [mW]  setup slack (ps)
6_report             0.240    305       0.531               284
5_1_grt              0.240    305       0.551               118
4_1_cts              0.239    305       0.538               165
3_5_place_dp         0.234    301       0.352               482
3_3_place_gp         0.234    301       0.352               487
2_1_floorplan            -    174       0.334              1110
-- timing repair --
action,4_1_cts,5_1_grt
gates resized,0,1
endpoints found under the hold margin,0,0
setup endpoints to repair,0,13
setup buffers,0,0
-- layout by cell type, fill, tap and decap left out, drive strengths merged, types with 2 or more instances in the layout --
| cell | netlist | layout |
|---|---|---|
| clkdlybuf4s50 | 0 | 32 |
| dfxtp | 27 | 27 |
| nand2 | 19 | 19 |
| and4bb | 13 | 13 |
| nand4 | 11 | 11 |
| a21oi | 10 | 10 |
| nand3 | 9 | 9 |
| nor2 | 8 | 8 |
| and4 | 7 | 7 |
| xnor2 | 7 | 7 |
| o21ai | 6 | 6 |
| xor2 | 6 | 6 |
| or4 | 5 | 5 |
| nor4bb | 4 | 4 |
| nor4 | 4 | 4 |
| or3 | 4 | 4 |
| clkbuf | 4 | 4 |
| nor2b | 2 | 2 |
| nor3 | 2 | 2 |
| o31ai | 2 | 2 |
| o21bai | 2 | 2 |
| a31oi | 2 | 2 |
| o211ai | 2 | 2 |
-- cells in the mapped netlist, types with 5 or more instances --
cell / number
or4_1: 5
nand4_1: 11
nand3_1: 9
dfxtp_1: 27
a21oi_1: 10
and4bb_2: 12
xnor2_1: 7
nand2_1: 19
nor2_1: 8
o21ai_0: 6
xor2_1: 6
and4_1: 7
-- area by class of cell --
type	instances	area (sq um)
Fill cell	871	6310
Multi-Input combinational cell	135	945
Sequential cell	27	541
Timing Repair Buffer	33	328
Tap cell	105	131
Clock buffer	4	45.0
Inverter	1	3.75
No activity file was given, so power comes from the tool's default toggle rates.
